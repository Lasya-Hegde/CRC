[design/flow/config.mk]
export PLATFORM = sky130hd
export DESIGN_NAME = crc
export DESIGN_NICKNAME = crc
export VERILOG_FILES = /design/flow/design.v
export SDC_FILE = /design/flow/constraint.sdc
export NUM_CORES = 4
export LEC_CHECK = 1
export CORE_AREA = 10 10 109 109
export DIE_AREA = 0 0 119 119
[design/flow/constraint.sdc]
current_design crc

set clk_period 2.3
set clk_io_pct 0.2

create_clock -name clk0 -period $clk_period [get_ports {clk}]

set non_clock_inputs [all_inputs -no_clocks]
set_input_delay [expr $clk_period * $clk_io_pct] -clock clk0 $non_clock_inputs
set_output_delay [expr $clk_period * $clk_io_pct] -clock clk0 [all_outputs]
[design/flow/design.v]
`timescale 1ns / 1ps
module crc #(parameter m=5,n=14)(
    input clk,                   
    input reset,                 
    input start,                 
    input [n-1:0] data_in, 
    input [m-1:0] G,         
    output reg error,    
    output reg done    ,
    output wire [1:0] new          
    );   
localparam [2:0] s0  = 3'b000,   
                 s1  = 3'b001,   
                 s2  = 3'b010,   
                 s3  = 3'b011,
                 s4  = 3'b100,
                 s5  = 3'b101,
                 s6  = 3'b110;   
reg [2:0] current_state, next_state;
reg [m:0] x_cur, x_next;
reg [(n-m-1):0] y_cur, y_next;
reg [n-1:0] R_cur, R_next;
reg [(n-m):0] count_cur, count_next;
assign new = { done,error};
always @(posedge clk)
begin
    if(reset)
    begin
        current_state<=s0;
        x_cur<=x_next;
        y_cur<=y_next;
        R_cur<=0;
        count_cur<=0;
    end
    else 
    begin
        current_state<=next_state;
        x_cur<=x_next;
        y_cur<=y_next;
        R_cur<=R_next;
        count_cur<=count_next;
    end
end
always @*
begin
    case (current_state)
            s0: begin
                    if(start)
                    begin
                        if(data_in[(n-1)-:1]==0)
                        begin
                            next_state=s1;
                            count_next=count_cur;
                            error=0;
                            R_next=R_cur;
                            x_next={1'b0,data_in[ (n-2) -: (m-1)],1'b0};
                            y_next={data_in[(n-m-2):0],1'b0};
                            done=0;
                        end
                        else
                        begin
                            next_state=s1;
                            count_next=count_cur;
                            error=0;
                            R_next=R_cur;
                            x_next={1'b0,data_in[ (n-1) -: m]};
                            y_next=data_in[(n-m-1):0];
                            done=0;
                        end
                    end
                    else
                    begin
                        error=0;
                        count_next=0;
                        next_state=s0;
                        R_next=R_cur;
                        x_next=x_cur;
                        y_next=y_cur;
                        done=0;
                    end
                end
            s1:begin
                 error=0;
                 R_next=R_cur;
                 x_next=x_cur;
                 y_next=y_cur;
                 done=0;
                 if(count_cur<(n-m+1))
                 begin
                    next_state=s2;
                    count_next=count_cur+1;
                 end
                 else
                 begin
                    next_state=s3;
                    count_next=count_cur;
                 end
               end
            s2:begin
                 error=0;
                 R_next=R_cur;
                 x_next=x_cur;
                 y_next=y_cur;
                 count_next=count_cur;
                 done=0;
                 if(count_cur==1)
                 begin
                    next_state=s4;
                 end
                 else
                 begin
                    if(x_cur>=G)
                    begin
                        next_state=s4;
                    end
                    else
                    begin
                        next_state=s5;
                    end
                 end
               end
            s3:begin
                 next_state=s0;
                 count_next=0;
                 R_next=R_cur;
                 x_next=x_cur;
                 y_next=y_cur;
                 done=1;
                 if(R_cur==0)
                 begin
                    error=0;
                 end
                 else
                 begin
                    error=1;
                 end
               end
            s4:begin
                 error=0;
                 count_next=count_cur;
                 R_next = ( G ^ x_cur)<<1;
                 next_state=s6;
                 x_next=x_cur;
                 y_next=y_cur;
                 done=0;
               end
            s5:begin
                 error=0;
                 count_next=count_cur;
                 R_next=x_cur<<1;
                 next_state=s6;
                 x_next=x_cur;
                 y_next=y_cur;
                 done=0;
               end
            s6:begin
                 error=0;
                 count_next=count_cur;
                 next_state=s1;
                 R_next=R_cur;
                 x_next=R_cur[m:0]+y_cur[(n-m-1)];            
                 y_next=y_cur<<1;
                 done=0;
               end
       default:begin
                error=0;
                count_next=0;
                next_state=s0;
                R_next=R_cur;
                x_next=x_cur;
                y_next=y_cur;
                done=0;
               end
    endcase
end
endmodule
[design/flow/run.sh]
#!/bin/bash
# OpenROAD 26Q1-2900-gdf79404cd8, Yosys 0.63+post, stock flow scripts
make -C /OpenROAD-flow-scripts/flow DESIGN_CONFIG=/design/flow/config.mk WORK_HOME=/design/flow/orfs finish
==> impl_metrics.py <==
# Auto-generated metrics
metrics = {
    "route": {
        "wire_per_inst_um": 11.0,
        "drt_iter0_markers": 43,
        "wl_met2_um": 1670,
        "final_antenna_net_count": 0,
        "wirelength_um": 3790,
        "vias_per_cell": 4.06,
        "wl_met1_um": 1890,
        "wl_met3_um": 202,
        "drc_errors": 0,
        "drt-pass1-iter-count": 4,
        "diodes": 0,
        "vias": 1398,
        "topRoutingLayerUsed": "met4",
    },
    "worst_setup_path": {
        "crit_type": "reg -> out",
        "crit_start": "R_cur[6]",
        "r2r-end": "count_cur[3]",
        "worst-r2r-setup-slack_ns": 0.46,
        "critPathCaptureType": "output pin",
        "cpPeakStageDelay_ns": 0.52,
        "r2r_start": "count_cur[4]",
        "cpMaxStageDelayCell": "or4_4",
        "crit_fanout": 2,
        "worst_setup_path_start_kind": "flip-flop",
        "path_cells": "or4_4 > o31a_1 > dlygate4sd2_1",
        "required_ns": 1.84,
        "critPathArrivalTime_ns": 1.65,
        "rr_worst_depth": 5,
    },
    "floorplanning": {
        "floorplan.core_util_pct": 18.9,
        "die_area_mm2": 0.0142,
        "die_h_um": 119,
        "core_area_mm2": 0.00964,
        "row_count": 36,
        "die_w_um": 119,
        "io-pin-count": 26,
    },
    "timing": {
        "setup-violations-final": 0,
        "clock_skew_ns": 0.00498,
        "fin_tns_setup_ns": 0,
        "rsz0062_at_grt": "false",
        "hold_viol": 0,
        "fin_crit_ns": 2.11,
        "max_slew_margin_pct": 71.5,
        "finalCritPeriodShare_pct": 91.7,
        "drv_slew": 0,
        "clock.fmax_ghz": 0.474,
        "worst_slew_pin_slew_ns": 0.427,
    },
    "run": {
        "maxCapViolCount": 0,
        "warning_count": 26,
    },
    "pwr": {
        "peakVddDrop_mv": 0.251,
        "power.leakage_nw": 0.851,
        "power.density_mw_per_mm2": 594,
    },
    "yosys": {
        "yosysTopAreaCell": "dfxtp_1",
        "seq_area_frac_synth_pct": 50.1,
        "ys_chip_area_mm2": 0.00182,
        "yosysWarnings": 1,
        "top_cell_area_share_pct": 25.3,
        "ys_seq_elements": 38,
        "yosys_cells": 187,
        "synth.distinct_cells": 40,
        "syn_avg_cell_area_um2": 9.72,
        "area_leaders": "dfxtp_1 (25%), edfxtp_1 (25%), mux2i_1 (6.1%), nor2_1 (5.2%), ha_1 (4.8%)",
        "synth_cells": 187,
        "syn_area_mm2": 0.00182,
    },
    "cts": {
        "h-tree-depth": 2,
        "cts-root-buf": "clkbuf_8",
        "ctsHoldBuffers": 0,
        "cts_buffers": 5,
        "clkSlewWorstSetupHoldPaths_ns": 0.08,
        "cts_tree": "done",
        "insertion_delay_ns": 0.28,
        "cts_max_path_buffers": 2,
        "cts_resized": 3,
        "clock-sinks": 38,
        "postCtsSetupBuffers": 0,
    },
    "layout": {
        "lay_top_count": "nor2_1",
        "area_growth_syn_to_layout_pct": 26.4,
        "drive_gt1_share_pct": 9.48,
        "stdcell_area_mm2": 0.00230,
        "layout_top_cells": "nor2_1 (25), dfxtp_1 (23), clkdlybuf4s50_1 (23)",
    },
    "min_path": {
        "hold_path_depth": 2,
        "min_from": "R_cur[6]",
        "hold_end": "R_cur[6]",
        "hold_path_class": "reg -> reg",
    },
    "placed_design": {
        "place_congestion": 0.767,
        "dpl.hpwl_um": 2820,
        "io_buffer_count": 25,
        "placed_cell_area_mm2": 0.00220,
    },
    "grt": {
        "grt_pass1_wl_um": 6490,
        "antenna_found_initial": 0,
        "grt_overflow_total": 0,
        "grt_max_degree": 29,
        "first_global_vias": 1360,
        "grtUsageTotal_pct": 5.31,
    },
    "run_status": {
        "outcome": "completed",
    },
}
sequential cells by signal, indices dropped and copies added (netlist names):
name and cells:
x_cur 6, count_cur 10, current_state 7, y_cur 9, R_cur 6
synthesized netlist by cell type:
cell,n
and2b_4,1
buf_1,1
nand4_2,1
or4_4,1
nand2_1,18
edfxtp_1,15
mux2i_1,11
mux2_2,1
a41oi_1,2
and3_2,1
nand2b_1,1
dfxtp_1,23
o21a_1,1
o41ai_4,1
o21ai_0,17
or4_1,1
nand4_1,1
or2_2,1
o21ai_1,1
or3_1,2
inv_1,8
xor2_1,1
nor2_1,25
buf_4,2
nor3b_1,1
a21o_1,1
o31a_1,1
clkbuf_1,9
and3b_1,2
and2_1,4
a211oi_1,6
ha_1,7
nor3_2,1
nor3_1,1
a21oi_2,1
and3_1,1
a311oi_1,1
nand3_1,3
a21oi_1,9
a31oi_1,2
layer usage:
| layer | vias up | GRT usage [%] |
|---|---|---|
| li1 | 702 | - |
| met1 | 657 | 7.79 |
| met2 | 35 | 7.95 |
| met3 | 4 | 1.44 |
| met4 | 0 | 0.611 |
| met5 | - | 0 |
how the worst max path moves through the flow:
stage | to | cells after the start | slack [ns]
final | error | 3 | 0.19
after global routing | error | 3 | 0.12
after CTS | error | 3 | 0.16
per-stage QoR:
stage / setup slack [ns] / util (%) / power, W / hold WS (ns) / instances
5_1_grt: 0.121 / 23.8 / 0.00142 / 0.497 / 344
6_report: 0.191 / 23.8 / 0.00137 / 0.461 / 344
2_1_floorplan: 0.585 / - / 0.000845 / 0.427 / 187
4_1_cts: 0.159 / 23.8 / 0.00137 / 0.461 / 344
3_5_place_dp: 0.192 / 22.9 / 0.000908 / 0.446 / 336
3_3_place_gp: 0.194 / 22.9 / 0.000908 / 0.439 / 336
cell type report:
type                            instances  area (um^2)
Clock buffer                            7         86.3
Sequential cell                        38          911
Fill cell                            1048         7340
Clock inverter                          1         5.00
Timing Repair Buffer                   28          270
Tap cell                              133          166
Inverter                                8         30.0
Multi-Input combinational cell        129          828
cell families (layout without fill, tap and decap cells):
group                      count (synthesis)  count (layout)  synth area share (%)
AOI/OAI and AO/OA                         43              43                  15.3
and+or+nand+nor                           66              66                  18.0
adders and majority gates                  7               7                  4.82
xor gates and xnor gates                   1               1                 0.482
DFF                                       38              38                  50.1
muxes                                     12              12                  6.68
buffers and inverters                     20              44                  4.54
worst max-delay path, delay by kind of cell, from the launching register on:
| family | cells | cell delay (ns) |
|---|---|---|
| and+or+nand+nor | 1 | 0.52 |
| DFF | 1 | 0.32 |
| AOI/OAI and AO/OA | 1 | 0.28 |
| buffers and inverters | 1 | 0.25 |
report_power, final:
group / switching, W / internal, W
sequential: 0.0000162 / 0.000731
combinational: 0.0000684 / 0.0000778
clock: 0.000229 / 0.000242
Power is estimated from default activity; no workload was simulated.
